## ./design.v

```verilog
module ttl74x169(
    input clock,
    input load,   
    input ud,   
    input ent,   
    input enp,   
    input [3:0] d,
    output rco,   
    output reg [3:0] q);
    reg enabled;
    assign enabled = ent == 0 && enp == 0;
    always @ (posedge clock) begin
        if (load == 0) begin
            q <= d;
        end else if (ud == 1 && enabled) begin
            q <= q + 1;
        end else if (ud == 0 && enabled) begin
            q <= q - 1;
        end else begin
            q <= q;
        end
    end
    assign rco = !((ud == 1 && q == 'b1111) || (ud == 0 && q == 'b0000));
endmodule
```

## ./run.sh

```bash
#!/bin/bash
# OpenROAD 26Q1-2900-gdf79404cd8, Yosys 0.63+post, stock flow scripts
make -C /OpenROAD-flow-scripts/flow DESIGN_CONFIG=/design/flow/config.mk WORK_HOME=/design/flow/orfs finish
```

## ./config.mk

```make
export PLATFORM = sky130hd
export DESIGN_NAME = ttl74x169
export DESIGN_NICKNAME = ttl74x169
export VERILOG_FILES = /design/flow/design.v
export SDC_FILE = /design/flow/constraint.sdc
export NUM_CORES = 4
export LEC_CHECK = 1
export CORE_AREA = 10 10 70 70
export DIE_AREA = 0 0 80 80
```

## ./constraint.sdc

```tcl
current_design ttl74x169

set clk_period 2.8
set clk_io_pct 0.2

create_clock -name clk0 -period $clk_period [get_ports {clock}]

set non_clock_inputs [all_inputs -no_clocks]
set_input_delay [expr $clk_period * $clk_io_pct] -clock clk0 $non_clock_inputs
set_output_delay [expr $clk_period * $clk_io_pct] -clock clk0 [all_outputs]
```

==> flow_summary.json <==
{
  "top_cells_by_count": "edfxtp_1, nor2_1, ha_1",
  "top_regs": "q (4)",
  "worstReg2RegStart": "q[1]",
  "largest_reg_flops": 4,
  "yosysTopAreaCell": "edfxtp_1",
  "synth_top_area_share": 0.402,
  "remaining_drc_errors": 0,
  "worstPathRequired_ps": 2240,
  "cts_resized": 0,
  "top_cells_by_area": "edfxtp_1, ha_1, xnor3_1",
  "p_int_mw": 0.184,
  "dpl_worst_slack_ps": 150,
  "hold_viol": 0,
  "holdBufCountCts": 0,
  "switching_share": 0.231,
  "leakagePower_nw": 0.194,
  "wl_per_cell_um": 8.63,
  "ys_ff": 4,
  "crit_path_top_delay_cell": "or4_1",
  "core_area_um2": 3420,
  "fp-row-count": 21,
  "sequentialPowerShare": 0.374,
  "grt_pass1_vias": 263,
  "final_layout_size_suffix_gt1_frac": 0.175,
  "stdcell_area_um2": 509,
  "crit_arrival_ps": 2080,
  "rsz0062_at_grt": "no",
  "hp-start": "q[0]",
  "dr.pass1.iters": 2,
  "pwr-share-clk": 0.293,
  "syn_to_final_growth_pct": 70.3,
  "edf_count": 4,
  "die_h_um": 80,
  "yosysUniqueCellTypes": 18,
  "ios": 14,
  "netSwitchingPower_mw": 0.0554,
  "gp_congestion": 0.730,
  "flop_cell": "edfxtp_1",
  "timing.max_cap.violations": 0,
  "globalRouteMet1Util": 0.0232,
  "worst_slack_ps": 158,
  "regMostFlops": "q",
  "clkTransAtPathRegs_ps": 40,
  "grt_util_all_layers": 0.0236,
  "crit_path_cell_trace": "clkdlybuf4s50_1, or4_1, nor2_1, a31oi_1, clkdlybuf4s50_1",
  "fp_util": 0.0875,
  "pwr-share-comb": 0.333,
  "grt_use_met2": 0.0361,
  "whs_ps": 715,
  "tns_ps": 0,
  "synth_area_per_cell_um2": 12.5,
  "cts_buffers": 3,
  "setup_viol": 0,
  "period_used_share": 0.943,
  "crit_top_cell": "clkdlybuf4s50_1",
  "p_per_area_nw_per_um2": 470,
  "worstSetupPathType": "in2out",
  "ant_nets": 0,
  "synthArstFlopShare": 0,
  "clockBufferDepth": 2,
  "synth.most_common_cell": "edfxtp_1",
  "startpoint_type": "primary input",
  "holdPathStages": 1,
  "relSlewSlack": 0.631,
  "htree_levels": 1,
  "viasPerCell": 2.79,
  "finalMaxSlewViolations": 0,
  "critPathMaxStageDelay_ps": 520,
  "yosys_warnings": 2,
  "fin_skew_ps": 0.248,
  "grt_pass1_wl_mm": 1.19,
  "ys_cells": 24,
  "syn_inst": 24,
  "grt_busiest_layer": "met2",
  "antenna_found_initial": 0,
  "grt-ovfl-total": 0,
  "io_buffers": 13,
  "hold_class": "reg2reg",
  "drt-total-wl_um": 742,
  "vias": 240,
  "fin_crit_ps": 2640,
  "grt_max_degree": 7,
  "fmax_mhz": 379,
  "n_antenna_cell": 0,
  "clock_latency_ps": 230,
  "cts_tree": "yes",
  "ir_worst_vdd_mv": 0.0737,
  "netlist_area_um2": 299,
  "reg2regPathDepth": 5,
  "yosys_area_um2": 299,
  "die_width_um": 80,
  "cts.sinks": 4,
  "fin_util": 0.149,
  "max_slew.worst_pin.slew_ps": 547,
  "dieArea_um2": 6400,
  "ys_seq_frac": 0.402,
  "cp_max_fo": 3,
  "endpoint_kind": "primary output",
  "place_area_um2": 487,
  "use_met3": 0.0205,
  "crit_start": "ud",
  "drtIter0Drc": 7,
  "cts_root_buf": "clkbuf_4",
  "r2r_setup_slack_ps": 1010,
  "cts_setup_buffers": 0,
  "tool_warnings": 25,
  "run_status": "completed"
}
==> logic make-up (layout without fill, tap and decap cells) <==
logic type | after synthesis | in the layout | share of synthesized area
xor gates and xnor gates | 2 | 2 | 0.105
muxes | 3 | 3 | 0.121
buffers and inverters | 1 | 17 | 0.0125
AOI/OAI and AO/OA | 5 | 5 | 0.109
adders and majority gates | 3 | 3 | 0.151
DFF | 4 | 4 | 0.402
and+or+nand+nor | 6 | 6 | 0.100
==> power groups by stage <==
| stage | clock (mW) | combinational (mW) | sequential (mW) |
|---|---|---|---|
| 4_1_cts | 0.0739 | 0.0812 | 0.0899 |
| 5_1_grt | 0.0785 | 0.0888 | 0.0920 |
| 6_report | 0.0702 | 0.0797 | 0.0896 |
==> layout make-up <==
cell class	count	area (um^2)
Inverter	1	3.75
Fill cell	390	2910
Timing Repair Buffer	13	130
Sequential cell	4	120
Tap cell	46	57.6
Clock buffer	3	22.5
Multi-Input combinational cell	19	175
==> metrics by stage <==
step,cells,power [mW]
after floorplan,24,0.130
after global placement,83,0.170
after detailed placement,83,0.172
after CTS,86,0.245
after global routing,86,0.259
final,86,0.239
==> critical path, delay by kind of cell <==
family / cells / cell delay (ps)
buf+inv: 2 / 860
simple gates: 2 / 610
compound gates: 1 / 40
==> per-layer routing <==
layer / share of wire / vias up
met5: 0 / -
met4: 0.0067 / 0
met3: 0.17 / 2
met2: 0.46 / 10
met1: 0.36 / 106
li1: - / 122
==> cells in the final DEF (no fill, tap or decap), types with 2 or more instances in the layout <==
cell type         n
nor2_1            3
ha_1              2
clkdlybuf4s50_1  13
clkbuf_4          3
edfxtp_1          4
==> path summary, 6_finish.rpt <==
path                to
setup / recovery   rco
hold / removal    q[0]
setup reg to reg  q[3]
hold reg to reg   q[0]
Power figures rest on the tool's default switching activity, not on a simulated workload.
